==> flow/design.v <==
`timescale 1ns/10ps
module REGISTER_FILE_32x32(DATA_R1, DATA_R2, ADDR_R1, ADDR_R2, 
                            DATA_W, ADDR_W, READ, WRITE, CLK, RST);
    input READ, WRITE, CLK, RST;
    input [(32 -1):0] DATA_W;
    input [4:0] ADDR_R1, ADDR_R2, ADDR_W;
    output [(32 -1):0] DATA_R1, DATA_R2;
    reg [(32 -1):0] DATA_R1, DATA_R2;
    reg [(32 -1):0] sreg32x32 [(32 -1):0];  
    integer i; 
    initial begin
        for(i = 0; i < (32 -1); i=i+1) begin
            sreg32x32[i]={ 32{1'b1} };
        end
    end
    always @ (negedge RST or posedge CLK) begin
        if (RST === 1'b0)  begin
            for(i=0;i<=(32 -1); i = i +1) begin
                sreg32x32[i] = { 32{1'b0} };
            end
        end
        else begin
            if ((READ===1'b1)&&(WRITE===1'b0))  begin
                DATA_R1 = sreg32x32[ADDR_R1];
                DATA_R2 = sreg32x32[ADDR_R2];
            end
            else if ((READ===1'b0)&&(WRITE===1'b1))  begin
                sreg32x32[ADDR_W] =  DATA_W;
            end
        end
    end
endmodule
==> flow/run.sh <==
#!/bin/bash
# OpenROAD 26Q1-2900-gdf79404cd8, Yosys 0.63+post, stock flow scripts
make -C /OpenROAD-flow-scripts/flow DESIGN_CONFIG=/design/flow/config.mk WORK_HOME=/design/flow/orfs finish
==> flow/config.mk <==
export PLATFORM = sky130hd
export DESIGN_NAME = REGISTER_FILE_32x32
export DESIGN_NICKNAME = REGISTER_FILE_32x32
export VERILOG_FILES = /design/flow/design.v
export SDC_FILE = /design/flow/constraint.sdc
export NUM_CORES = 4
export LEC_CHECK = 1
export CORE_UTILIZATION = 40
==> flow/constraint.sdc <==
current_design REGISTER_FILE_32x32

set clk_period 3.8
set clk_io_pct 0.2

create_clock -name clk0 -period $clk_period [get_ports {CLK}]

set non_clock_inputs [all_inputs -no_clocks]
set_input_delay [expr $clk_period * $clk_io_pct] -clock clk0 $non_clock_inputs
set_output_delay [expr $clk_period * $clk_io_pct] -clock clk0 [all_outputs]
==> run summary <==
Summary of the current implementation state.

- The dominant cell by count in the synthesized netlist is sky130_fd_sc_hd__mux2_2, for reference.
- The CTS H-tree depth is 3, for reference.
- The report puts the cell count of the worst reg-to-reg path at 6.
- The achievable clock frequency is about 320 MHz, for reference.
- The area share of the leading cell type in the synthesized netlist is between 40 and 50%, for reference.
- TritonCTS built the clock tree.
- The setup total negative slack is 0 ns, for reference.
- The placed instance area is 59500 um^2, for reference.
- The number of clock sinks seen by CTS is 1088, for reference.
- The maximum clock skew at final layout is 0.0680 ns, for reference.
- The final layout contains routed wiring with a total length of 285000 um.
- IR analysis of the VDD net gives a maximum drop of 420 uV.
- The worst hold margin is around 0.49 ns, for reference.
- The tool warning count for the run is 35.
- Looking at the worst setup and hold paths, the clock pins of their registers show a slew of roughly 0.07 ns.
- According to the timing report, the data required time at the worst endpoint equals 4.34 ns.
- Once the clock tree was built, the setup fixing pass inserted 0 buffers.
- Dividing the detail-routed wire length by the instance count gives between 40 and 50 um.
- The final design area excluding fillers is between 60000 and 70000 um^2, for reference.
- The buffer_ports step reported a buffer count of 114.
- The critical path's largest stage delay is 0.55 ns, for reference.
- The global-route wire length before repair is 388000 um, for reference.
- Before placement the cells fill 40.5% of the core.
- The final hold violation count recorded for this run is 0.
- The ratio of routed vias to standard cells is 7.08, for reference.
- After synthesis the cells add up to 53300 um^2.
- The area added between synthesis and finish is 19.8%, for reference.
- Subtracting the final worst setup slack from the clock period gives between 3 and 4 ns.
- After synthesis, the most frequently instantiated cells are sky130_fd_sc_hd__mux2_2, sky130_fd_sc_hd__dfrtp_1, sky130_fd_sc_hd__a22oi_1.
- The number of buffers created by CTS is 120, for reference.
- In the Yosys report the total cell count is 4451.
- The final setup violation count is 0, for reference.
- The global-route congestion overflow total is 0, for reference.
- Per the post-route antenna check, the number of violating nets is 0.
- The async set-reset flop share out of synthesis is between 90% and 100%, for reference.
- Counting pins that exceed their max-slew limit in the final report gives 0.
- In this run the static leakage power is 28.3 nW.
- The number of storage elements in the synthesis netlist is 1088, for reference.
- The initial antenna violation count was 17.
- Routability-driven placement finished with a final weighted congestion of between 1 and 1.5.
- Yosys attributes the largest share of cell area to sky130_fd_sc_hd__dfrtp_1, sky130_fd_sc_hd__mux2_2, sky130_fd_sc_hd__a22oi_1.
- The cell count after synthesis came out at 4451.
- Of the cells placed in the final design, the portion with a size suffix greater than 1 is ~36%.
- At the pin with the least slew margin, the transition time is 0.914 ns.
- Data on the critical path arrives at its endpoint at 3.66 ns.
- The detailed router placed 46100 vias in this run.
- The post-synth count of flops with an enable pin is between 60 and 70.
- The area reported by Yosys stat is 53300 um^2, for reference.
- Setup repair after global routing left no endpoint under its margin.
- Per the synthesis report, the number of distinct cell types is 70.
- The sequential fraction of the synthesis area is 51.7%, for reference.
- Before antenna repair, the detailed router went through 9 iterations.
- STA classifies the critical path startpoint as an input pin.
- The kind of critical path is in -> reg, for reference.
- The number of maximum-capacitance constraint violations is 0, for reference.
- The total power draw is 31.0 mW, for reference.
- The die extent in x is 367 um, for reference.
- The largest area contributor in the synthesized netlist is sky130_fd_sc_hd__dfrtp_1, for reference.
- Detailed-route iteration 0 reported a violation count of around 5700.
- The via count of the first global-routing pass is 45200, for reference.
- The average cell area after synthesis is 12.0 um^2, for reference.
- The run finished with clean final reports.
- The number of placement rows is 133, for reference.
- The worst slew slack as a fraction of its limit is approximately two fifths, for reference.
- The I/O pin total is 115, for reference.
- The global-route usage over all layers is a little over two fifths, for reference.
- Per the synth stats, the flop cell with the highest instance count is sky130_fd_sc_hd__dfrtp_1.
- The critical path maximum fanout is 14.
- Entering global routing, the biggest net connects 120 pins.
- The final cycle utilization of the critical path is 82.1%, for reference.
- The area of the die is between 100000 and 150000 um^2, for reference.
- Per STA, the worst path is made up of buf_2 -> buf_12 -> nand3b_1 -> nor2_4 -> buf_4 -> a22oi_1 -> nand4_1 -> nor4_1 -> buf_4 -> nor2_1.
- Per the OpenROAD floorplan log, the area of the core is 132000 um^2.
- From bottom edge to top edge, the die measures around 370 um.
- The script parses the final routing iteration and logs DRC violations as 0.
- Counting along the longest clock path gives a buffer depth of 3.
- The critical path's most frequent cell is sky130_fd_sc_hd__buf_4, for reference.
- The flow reported a cell area power density of 486 nW/um^2.
- The yosys synthesis warning count is 2, for reference.
- The clock root buffer master is sky130_fd_sc_hd__clkbuf_16, for reference.
- The cell with the biggest individual delay on the critical path is sky130_fd_sc_hd__nor4_1, for reference.
- As reported, the later end of the worst-skew pair has a clock insertion delay of 0.81 ns.
- STA classifies the critical path endpoint as a flip-flop.
- The classification of the worst-slack hold path is in -> async, for reference.
- Note, the detailed placer reported a final HPWL of 173000 um.
## layer usage
metal  part of all wire (%)  global-route usage (%)
met1                     37                    58.1
met2                     39                    56.6
met3                     17                    27.5
met4                    7.0                    21.7
met5                  0.088                   0.570
## sequential cells by signal, indices dropped and copies added, names as in the netlist
register	count
DATA_R1	32
DATA_R2	32
sreg32x32	1024
## placed cells by master, fill, tap and decap left out, types with 7 or more instances in the layout
| cell | Yosys | layout |
|---|---|---|
| sky130_fd_sc_hd__mux2_2 | 1029 | 1029 |
| sky130_fd_sc_hd__nor4_1 | 30 | 30 |
| sky130_fd_sc_hd__clkdlybuf4s50_1 | 0 | 108 |
| sky130_fd_sc_hd__nand3b_1 | 12 | 12 |
| sky130_fd_sc_hd__diode_2 | 0 | 13 |
| sky130_fd_sc_hd__clkbuf_8 | 0 | 25 |
| sky130_fd_sc_hd__nor2_1 | 185 | 122 |
| sky130_fd_sc_hd__o21ai_0 | 31 | 31 |
| sky130_fd_sc_hd__clkinv_2 | 0 | 12 |
| sky130_fd_sc_hd__clkinvlp_4 | 0 | 14 |
| sky130_fd_sc_hd__nand3_1 | 48 | 48 |
| sky130_fd_sc_hd__clkbuf_16 | 0 | 125 |
| sky130_fd_sc_hd__a22o_1 | 46 | 46 |
| sky130_fd_sc_hd__nand2b_1 | 7 | 7 |
| sky130_fd_sc_hd__dfrtp_1 | 1024 | 1024 |
| sky130_fd_sc_hd__a22oi_1 | 789 | 789 |
| sky130_fd_sc_hd__bufinv_16 | 0 | 16 |
| sky130_fd_sc_hd__a211oi_1 | 8 | 8 |
| sky130_fd_sc_hd__nor3b_1 | 8 | 8 |
| sky130_fd_sc_hd__mux2i_1 | 25 | 25 |
| sky130_fd_sc_hd__nand4_1 | 111 | 111 |
| sky130_fd_sc_hd__buf_12 | 0 | 109 |
| sky130_fd_sc_hd__a221o_1 | 9 | 9 |
| sky130_fd_sc_hd__nand2_1 | 222 | 204 |
| sky130_fd_sc_hd__buf_4 | 17 | 259 |
| sky130_fd_sc_hd__nor2_4 | 4 | 78 |
| sky130_fd_sc_hd__nor3_1 | 57 | 57 |
| sky130_fd_sc_hd__a32oi_1 | 12 | 12 |
| sky130_fd_sc_hd__and2_1 | 7 | 7 |
| sky130_fd_sc_hd__nand2_2 | 0 | 18 |
| sky130_fd_sc_hd__a222oi_1 | 21 | 21 |
| sky130_fd_sc_hd__nor2b_1 | 12 | 10 |
| sky130_fd_sc_hd__edfxtp_1 | 64 | 64 |
| sky130_fd_sc_hd__clkbuf_1 | 198 | 21 |
| sky130_fd_sc_hd__and3_1 | 13 | 13 |
| sky130_fd_sc_hd__a221oi_1 | 20 | 20 |
| sky130_fd_sc_hd__o22a_1 | 7 | 7 |
| sky130_fd_sc_hd__a21oi_1 | 115 | 115 |
## power breakdown
group	switching [mW]	internal, mW
Clock	5.29	7.60
Sequential	1.55	13.2
Combinational	1.78	1.64
Total	8.61	22.4
## path summary, 6_finish.rpt
path                                                    start  slack, ns                       endpoint
worst max-delay path                               ADDR_R2[0]       0.68          DATA_R2[20]$_DFFE_PP_
max in group asynchronous                                 RST       1.27   sreg32x32[4][25]$_DFFE_PN0P_
worst min register to register  sreg32x32[20][13]$_DFFE_PN0P_       0.52  sreg32x32[20][13]$_DFFE_PN0P_
worst min-delay path                                      RST       0.49  sreg32x32[14][12]$_DFFE_PN0P_
worst max register to register   sreg32x32[14][4]$_DFFE_PN0P_       1.43           DATA_R2[4]$_DFFE_PP_
min in group clk0               sreg32x32[20][13]$_DFFE_PN0P_       0.52  sreg32x32[20][13]$_DFFE_PN0P_
## timing repair
| item | in CTS | in global routing |
|---|---|---|
| hold buffers | 1 | 0 |
| gates resized | 0 | 0 |
| endpoints found under the hold margin | 35 | 0 |
| endpoints found under the setup margin | 0 | 0 |
## stage by stage
stage,instances,util [%],setup slack (ns)
floorplan,4451,-,1.01
global placement,6264,45.1,0.0784
detailed placement,6264,45.1,0.100
CTS,6495,48.4,0.909
global route,6496,48.4,0.740
finish,6508,48.5,0.678
## logic make-up (layout without fill, tap and decap cells)
family	Yosys count	after routing	share of synthesized area, %
other	0	13	0
muxes	1063	1063	22.4
and+or+nand+nor	766	766	7.05
DFF	1088	1088	51.7
buffers and inverters	428	717	3.56
AOI/OAI and AO/OA	1106	1106	15.3
## worst max-delay path, delay by kind of cell
kind,cells,cell delay [ns]
buffers and inverters,4,1.14
AOI/OAI and AO/OA,1,0.31
and+or+nand+nor,5,1.42
## final cells by class
type	instances	area (um^2)
fill	11600	67900
sequential	1088	27500
multi-input combinational	2935	24500
timing repair buffer	482	5250
clock buffer	171	3550
tap	1755	2200
clock inverter	59	806
antenna	13	32.5
inverter	5	18.8
Power is estimated from default activity; no workload was simulated.
