==> design.v <==
`timescale 1ns/10ps
module alu(OUT, ZERO, OP1, OP2, OPRN);
    input [(32 -1):0] OP1;  
    input [(32 -1):0] OP2;  
    input [(6 -1):0] OPRN;  
    output [(32 -1):0] OUT;  
    output ZERO;
    reg [(32 -1):0] OUT;
    reg ZERO;
    always @(OP1 or OP2 or OPRN)
    begin
        case (OPRN)
            6'h01 : OUT = OP1 + OP2;  
            6'h02 : OUT = OP1 - OP2;  
            6'h03 : OUT = OP1 * OP2;  
            6'h04 : OUT = OP1 << OP2;  
            6'h05 : OUT = OP1 >> OP2;  
            6'h06 : OUT = OP1 & OP2;  
            6'h07 : OUT = OP1 | OP2;  
            6'h08 : OUT = ~(OP1 | OP2);  
            6'h09 : OUT = OP1 < OP2;  
            default: OUT = 32'hxxxxxxxx;
        endcase
        ZERO = (OUT===1'b0)?1'b1:1'b0;
    end
endmodule
==> run.sh <==
#!/bin/bash
# OpenROAD 26Q1-2900-gdf79404cd8, Yosys 0.63+post, stock flow scripts
make -C /OpenROAD-flow-scripts/flow DESIGN_CONFIG=/design/flow/config.mk WORK_HOME=/design/flow/orfs finish
==> config.mk <==
export PLATFORM = sky130hd
export DESIGN_NAME = alu
export DESIGN_NICKNAME = alu
export VERILOG_FILES = /design/flow/design.v
export SDC_FILE = /design/flow/constraint.sdc
export NUM_CORES = 4
export LEC_CHECK = 1
export CORE_UTILIZATION = 50
==> constraint.sdc <==
current_design alu

set clk_period 28.9
set clk_io_pct 0.2

create_clock -name clk0 -period $clk_period

set non_clock_inputs [all_inputs -no_clocks]
set_input_delay [expr $clk_period * $clk_io_pct] -clock clk0 $non_clock_inputs
set_output_delay [expr $clk_period * $clk_io_pct] -clock clk0 [all_outputs]
==> Slide: Implementation Results <==
Run Summary

Global routing
  • First-pass GRT wire length: 159,000 microns
  • Initial antenna violation count: 10
  • Vias in the first global route: 24.7k
  • Maximum number of pins on one net before global-route repair: 50
  • GRT Residual Overflow: 0
  • GRT Total Usage: 47.1%

Drt
  • Final WL: 108,000 microns
  • Residual DRC: 0
  • Wire per inst: 29.5 microns
  • Via count: 23.7k
  • ANT nets after route: 0
  • Vias per cell: 6.50
  • Iter 0 DRT Violations: 2,212
  • Pre-antenna DRT Iters: 8

Final layout
  • CLK BUF: 0
  • Layout area overhead: 7.08%
  • Layout Utilization: 54.8%
  • Reg area: 0 sq um
  • Final Cell Area: 25,700 sq um
  • Share of layout cells above drive strength 1: 6.13%
  • Fin cells: 3,651
  • Seq cells: 0

Setup path
  • Startpoint Class: primary input
  • Arr. time, crit path: 15.83 ns
  • Crit Path Max Fanout: 15
  • Critical path class: primary input to primary output
  • Crit end category: primary output
  • Max incr delay on CP: 0.87 ns
  • Cell mode on critical path: fa_1
  • Req. time, crit path: 23.12 ns
  • Slowest-stage cell, CP: clkdlybuf4s50_1

Floorplanning
  • Ports: 103
  • Fp util: 51.2%
  • Chip Area: 49,000 sq um
  • Die span in x: 221 microns
  • Core area: 47,000 sq um
  • Die H: 221 microns
  • Core Rows: 79

Timing
  • Max-slew headroom: 34.4%
  • Period utilisation layout: 74.8%
  • # setup viols final: 0
  • Post-route setup TNS: 0 ns
  • Minimum clock period: 21.61 ns
  • Slew Limit Fails: 0
  • RSZ-0062 raised after global routing: false
  • Least-Margin Pin Slew: 0.969 ns
  • Fmax: 46.3 MHz
  • Hold Violations, Final: 0

Power and ir drop
  • Int Pwr: 1.99 mW
  • Max VDD drop: 0.547 mV
  • PwrDens: 195 nW/um^2
  • Sw frac: 60.2%
  • NetSw: 3.02 mW
  • Leak: 12.0 nW
  • Total power: 5.01 mW

CTS
  • Gates resized, CTS repair: 0
  • Post-CTS Hold Fix Bufs: 0
  • Post-CTS setup buffer count: 0

Status
  • Status: completed

Logic synthesis
  • Yosys Instances: 3,032
  • Synthesized area: 24,000 sq um
  • Synth cell count leaders: inv_1 (467), nor2_1 (438), fa_1 (410), nand2_1 (340), ha_1 (219)
  • Yosys warnings: 1
  • Distinct lib cells: 84
  • Area leader share: 34.1%
  • Sequential share of the synthesized area: 0%
  • Synthesized instance count: 3,032
  • Syn_area_per_cell: 7.93 sq um
  • Area leader, netlist: fa_1
  • Most frequent cell after synthesis: inv_1
  • Cell area leaders: fa_1 (34%), ha_1 (11%), inv_1 (7.3%)
  • Yosys chip area: 24,000 sq um

Place
  • Placed Area: 25,700 sq um
  • Gpl congestion: 1.08
  • PortBufs: 103
  • Placed cell count: 3,643
  • DPL Wire Length: 82,600 microns

Flow run
  • Maxcap violations: 0
  • Log Warnings: 96

Worst hold path
  • Worst Hold Class: primary input to primary output
[layer usage]
layer	vias up	global-route usage [%]	share of wire, %
met5	-	3.52	0.23
met4	10	26.6	7.8
met3	464	26.1	15
met2	1764	64.5	41
met1	11500	59.4	36
li1	9997	-	-
[kinds of logic after synthesis]
logic type	Yosys count	synth area share [%]
adder cells (fa/ha/maj)	629	45.5
AND/OR/NAND/NOR	995	17.6
buffers and inverters	665	10.6
AND-OR/OR-AND	532	15.0
multiplexers	118	7.85
XOR/XNOR	93	3.39
[worst paths after layout]
path | slack, ns | from | depth (start not counted) | end
min | 12.97 | OP2[3] | 6 | OUT[31]
max | 7.29 | OP2[6] | 30 | ZERO
[critical path: cells and delay by family]
kind | cells | cell delay, ns
adders and majority gates | 9 | 4.27
buffers and inverters | 8 | 2.22
and+or+nand+nor | 6 | 2.02
AOI/OAI and AO/OA | 6 | 1.27
xor gates and xnor gates | 1 | 0.23
[per-stage QoR]
step | hold slack, ns | worst slack (ns)
after global routing | 12.99 | 6.91
after global placement | 12.91 | 7.37
final | 12.97 | 7.29
after floorplan | 11.76 | 8.44
after CTS | 12.92 | 7.41
after detailed placement | 12.91 | 7.47
[power groups by stage]
stage | Clock, mW | Combinational (mW) | Sequential, mW
CTS | 0 | 4.92 | 0
global route | 0 | 5.44 | 0
[cell type report]
cell class	count	area, sq um
fillers	4255	21200
multi-input cells	2367	21500
well taps	607	759
repair buffers	186	1640
diodes	8	20.0
inverters	483	1810
[layout by cell type, fill, tap and decap left out, types with 23 or more instances in the layout]
| cell type | count |
|---|---|
| a211oi_1 | 33 |
| o21ai_0 | 90 |
| a21oi_1 | 132 |
| xor2_1 | 26 |
| inv_1 | 464 |
| xnor2_1 | 67 |
| buf_4 | 84 |
| fa_1 | 410 |
| clkdlybuf4s50_1 | 99 |
| nand2b_1 | 24 |
| mux2_2 | 23 |
| o211ai_1 | 29 |
| nor3_1 | 35 |
| nand3_1 | 39 |
| nand2_1 | 340 |
| ha_1 | 219 |
| nor2_1 | 437 |
| mux2i_1 | 43 |
| mux4_2 | 42 |
Power and IR drop assume default switching activity.
